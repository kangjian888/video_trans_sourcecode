File: flow/design.v
`timescale 1ns / 1ps
module ethernet_tx(
	input clk, 
	input [7:0] datain, 
	input rst, 
	output reg data_request,  
	input send_enale,  
	output reg tx_ctrl,
	output reg [3:0] phy_txd 
    );
localparam IDLE = 2'b00,
		   START = 2'b01,
		   SEND_DATA = 2'b11;
 reg [1:0] state_reg, state_next;
 reg [10:0] cnt_reg, cnt_next; 
 reg [7:0] datain_reg, datain_next;
 reg flag_reg, flag_next; 
 reg [3:0] prefix_code [39:0]; 
 initial
 	begin
 		prefix_code[0 ] <= 4'h5; 
 		prefix_code[1 ] <= 4'h5;
 		prefix_code[2 ] <= 4'h5;
 		prefix_code[3 ] <= 4'h5;
 		prefix_code[4 ] <= 4'h5;
 		prefix_code[5 ] <= 4'h5;
 		prefix_code[6 ] <= 4'h5;
 		prefix_code[7 ] <= 4'h5;
 		prefix_code[8 ] <= 4'h5;
 		prefix_code[9 ] <= 4'h5;
 		prefix_code[10] <= 4'h5;
 		prefix_code[11] <= 4'h5;
 		prefix_code[12] <= 4'h5;
 		prefix_code[13] <= 4'h5;
 		prefix_code[14] <= 4'h5; 
 		prefix_code[15] <= 4'hd;
		prefix_code[16] <= 4'h0; 
 		prefix_code[17] <= 4'h3;
 		prefix_code[18] <= 4'hc;
 		prefix_code[19] <= 4'h9;
 		prefix_code[20] <= 4'h3;
 		prefix_code[21] <= 4'h2;
 		prefix_code[22] <= 4'he;
 		prefix_code[23] <= 4'h1;
 		prefix_code[24] <= 4'hc;
 		prefix_code[25] <= 4'he;
 		prefix_code[26] <= 4'h1;
 		prefix_code[27] <= 4'h2;
 		prefix_code[28] <= 4'h0; 
 		prefix_code[29] <= 4'h2;     
 		prefix_code[30] <= 4'ha;     
 		prefix_code[31] <= 4'h1;     
 		prefix_code[32] <= 4'h6;     
 		prefix_code[33] <= 4'h0;     
 		prefix_code[34] <= 4'he;     
 		prefix_code[35] <= 4'h5;     
 		prefix_code[36] <= 4'he;     
 		prefix_code[37] <= 4'h0;     
 		prefix_code[38] <= 4'h7;     
 		prefix_code[39] <= 4'ha;     
 	end
always @ (posedge clk)
    begin
        if (rst) 
            begin
                state_reg <= IDLE;
                cnt_reg <= 0;
				datain_reg <= 0;
				flag_reg <= 0;
            end
        else 
            begin
				state_reg <= state_next;
				cnt_reg <= cnt_next;
				datain_reg <= datain_next;
				flag_reg <= flag_next;
            end
    end
always @ (*)
    begin
        state_next = state_reg;
        cnt_next = cnt_reg;
		datain_next = datain_reg;
		flag_next = flag_reg;
        case(state_reg)
        IDLE:
        	begin
        		if(send_enale == 1'b1)
        		state_next = START;
        		cnt_next = 11'd0;
        	end
        START:
        	begin
				datain_next = datain; 
        		if(send_enale == 1'b1)
        			begin
        				if(cnt_reg == 11'd39)
							begin
								state_next = SEND_DATA;
								cnt_next = 0;
								datain_next = datain;
							end 
						else
							begin
								cnt_next = cnt_reg + 1'b1;
							end
					end
        		else
        			begin
        				state_next = IDLE;
           			end
        	end
		SEND_DATA:
			begin
				if(cnt_reg == 1349)
				    begin 
						if(flag_reg == 1'b0)
							begin
								flag_next = 1'b1;
							end
						else
							begin
								flag_next = 1'b0;
								state_next = IDLE;
							end 
					end
				else
					begin
						if(flag_reg == 1'b0)
							begin
								flag_next = 1'b1;
							end
						else
							begin
								flag_next = 1'b0;
								cnt_next =  cnt_reg + 1'b1;
								datain_next = datain;  
							end
					end
			end
    	endcase
    end
always @ (*)
	begin
		case(state_reg) 
		IDLE:
			begin
				tx_ctrl = 1'b0;
				data_request = 1'b0;
				phy_txd = 4'd0;
			end
		START:
			begin
				if(send_enale == 1)
					begin
						if(cnt_reg == 11'd38)
							begin
								tx_ctrl = 1'b1;
								data_request = 1'b1;
								phy_txd = prefix_code[cnt_reg];
							end
						else 
						    begin
						        tx_ctrl = 1'b1;
						        data_request =  1'b0;
						        phy_txd = prefix_code[cnt_reg];
						    end
					end
				else 
				    begin
				        tx_ctrl = 1'b0;
				        data_request = 1'b0;
				        phy_txd = 4'd0;
				    end
			end
		SEND_DATA:
			begin
				if(cnt_reg == 11'd1349)
					begin
						if(flag_reg == 1'b0)
							begin
								phy_txd = datain_reg [3:0];
								data_request = 1'b0;
								tx_ctrl = 1'b1;
							end
						else 
				    		begin
				        		phy_txd = datain_reg [7:4];
				        		data_request = 1'b0;
				        		tx_ctrl = 1'b1;
				    		end
					end
				else 
				    begin
						if(flag_reg == 1'b0)
							begin
								phy_txd = datain_reg [3:0];
								data_request = 1'b1;
								tx_ctrl = 1'b1;
							end
						else 
				    		begin
				        		phy_txd = datain_reg [7:4];
				        		data_request = 1'b0;
				        		tx_ctrl = 1'b1;
				    		end				        
				    end
			end
		default:
			begin
				tx_ctrl = 1'b0;
				data_request = 1'b0;
				phy_txd = 4'd0;
			end
		endcase
	end
endmodule
File: flow/run.sh
#!/bin/bash
# OpenROAD 26Q1-2900-gdf79404cd8, Yosys 0.63+post, stock flow scripts
make -C /OpenROAD-flow-scripts/flow DESIGN_CONFIG=/design/flow/config.mk WORK_HOME=/design/flow/orfs finish
File: flow/config.mk
export PLATFORM = sky130hd
export DESIGN_NAME = ethernet_tx
export DESIGN_NICKNAME = ethernet_tx
export VERILOG_FILES = /design/flow/design.v
export SDC_FILE = /design/flow/constraint.sdc
export NUM_CORES = 4
export LEC_CHECK = 1
export CORE_AREA = 10 10 103 103
export DIE_AREA = 0 0 113 113
File: flow/constraint.sdc
current_design ethernet_tx

set clk_period 2.9
set clk_io_pct 0.2

create_clock -name clk0 -period $clk_period [get_ports {clk}]

set non_clock_inputs [all_inputs -no_clocks]
set_input_delay [expr $clk_period * $clk_io_pct] -clock clk0 $non_clock_inputs
set_output_delay [expr $clk_period * $clk_io_pct] -clock clk0 [all_outputs]
==> run notes <==
Summary of implementation figures.

Yosys
Yosys reported that registers with async set or reset make up 0%. The synthesis area per yosys is 1730 um^2. The register bit total from synthesis is 27.

The number of enable-type register cells in the synthesized netlist is 0. The fraction of synthesized cell area taken by the top area cell type is 31.2%. The mapped netlist covers 1730 um^2. The share of synthesized area occupied by flip-flops and latches is 31.2%. The post-synthesis cell type count is 58. In the post-synthesis netlist, the biggest area contributors are sky130_fd_sc_hd__dfxtp_1 31%, sky130_fd_sc_hd__mux2i_1 8.7%, sky130_fd_sc_hd__nor2_1 5.9%. The most area-hungry cell type in the Yosys netlist is sky130_fd_sc_hd__dfxtp_1. The average cell area after synthesis is 8.62 um^2. In the Yosys report the total cell count is 201.

The yosys warning tally is 1. The number of cells produced by synthesis is 201. Among all flip-flop cells after synthesis, the most frequent one is sky130_fd_sc_hd__dfxtp_1.

Final timing
The final worst hold slack is 0.501 ns. Setup repair after global routing could not meet its margin everywhere. The transition time recorded at the tightest slew-check pin is 0.613 ns. The hold violation count in the final report is 0.

Per the timing report, the achievable frequency comes out to 351 MHz. Subtracting the final worst setup slack from the clock period gives 2.85 ns. For this run, the final setup violation count is recorded as 0.

The largest clock skew in the final design is 0.00278 ns. The number of max-slew violations in the final report is 0. In the finished design, the share of the clock period the worst path needs comes to 98.1%. Across all checked pins, the minimum headroom to the slew limit is 59.2%.

Pwr
The maximum resistive drop on vdd is 0.000144 V. For this design the total switching power over the nets is 0.192 mW. The cell-internal power is 0.553 mW. The total power per unit cell area is 310 nW/um^2. The power report attributes to the sequential group a share of 51.8%. The final total power is 0.745 mW. The switching portion of total power comes to 25.7%. The share of total power dissipated in combinational logic is 18.6%.

In this run, the clock network consumes 29.6% of the power. Summed over all cells, the static leakage comes to 0.934 nW.

Clock tree
After clock tree synthesis, the clock-pin slew on the worst setup and hold paths is 0.10 ns. The CTS report gives the tree buffer count as 3. The number of levels in the clock H-tree is 1. At the later pin of the worst-skew pair, clock insertion delay measures 0.27 ns. The clock tree from TritonCTS is done. The clock sink total is 27.

The maximum buffer depth of the clock tree is 2. The cell sitting at the root of the clock tree is a sky130_fd_sc_hd__clkbuf_8.

Route
The routed design ends up with an antenna cell count of 0. For this block, the initial DRC count from the detailed router was 62. Dividing the detail-routed via count by the number of cells gives 4.48. Detailed routing inserted a total of 1609 vias.

The total wire length is 4680 um. The first detailed-routing pass took 4 iterations. The count of nets left with antenna violations once routing finished came out at 0. After detailed routing, the number of remaining DRC violations is 0. In the final routed layout, each cell accounts on average for 13.0 um.

GRT
The number of antenna violations at the first check in global routing is 0. Total global-route track usage over all layers is 6.98%. The first global-routing pass estimated 7580 um of wire. The number of global-route vias before repair was 1535. The pin count of the biggest net entering global routing is 15. After global routing the overflow that remains totals 0.

Finish
Per the layout report, the design carries 840 filler cells. The post-route netlist has 27.2% of its cells at a drive strength greater than 1. After routing the design area is 2400 um^2. Per the cell usage report, the commonest logic cell in the layout is sky130_fd_sc_hd__buf_4. In this run the layout overhead on the synthesized area is reported as 38.7%.

Leaving out fill and tap cells, the most frequent cells in the layout are 41 x sky130_fd_sc_hd__buf_4, 27 x sky130_fd_sc_hd__nor2_1, 26 x sky130_fd_sc_hd__dfxtp_1, 16 x sky130_fd_sc_hd__nand2_1.

Floorplanning
The die area is 12800 um^2. The number of ports placed on the die boundary is 17. The number of placement rows is 33. The area of the placeable core is 8300 um^2. The vertical die dimension reported for this design is 113 um.

According to the floorplan report, the die width is 113 um. The core utilization at floorplan is 20.9%.

Place
After legalization and detailed placement, the total HPWL measured 3650 um. The total of buffers placed on input and output ports is 16. Summing all placed instances gives a cell area of 2310 um^2. Per the gpl log, the routability congestion estimate is 0.857.

Min path
The class of the worst hold path is register to register. Along the worst hold path, the cell count comes to 2. The worst hold path begins at datain_reg[1]. The endpoint of the worst hold path is datain_reg[1].

Worst setup path
STA classifies the critical path startpoint as a register. The launch point of the worst register-to-register path is recorded as cnt_reg[7]. The reg2reg setup slack is 0.05 ns. The number of cells on the worst reg-to-reg path is 11. For reference, the most critical setup path is categorized as register to register. At the worst endpoint, the arrival time is 3.00 ns. The largest fanout on the critical path is 4. For the worst setup path, the data required time is 3.05 ns. The worst setup path is captured at a register.

Status
The run finished with clean final reports.

Job
Warnings raised by the tools during the run amount to 30. The number of maximum-capacitance violations recorded for the run is 0.
[worst max-delay path, stage by stage, from the launching register on]
cell                        delay, ns
sky130_fd_sc_hd__dfxtp_1         0.32
sky130_fd_sc_hd__or4_4           0.56
sky130_fd_sc_hd__o41ai_4         0.31
sky130_fd_sc_hd__a21oi_4         0.10
sky130_fd_sc_hd__buf_4           0.16
sky130_fd_sc_hd__xnor2_2         0.13
sky130_fd_sc_hd__and2_4          0.18
sky130_fd_sc_hd__ha_4            0.22
sky130_fd_sc_hd__a211o_1         0.25
sky130_fd_sc_hd__o2111a_1        0.12
sky130_fd_sc_hd__mux2_2          0.25
sky130_fd_sc_hd__a2bb2oi_1       0.12
[layout make-up]
cell class / count / area [um^2] / area share (%)
Sequential cell: 27 / 542 / 22.6
Tap cell: 105 / 131 / 5.47
Timing Repair Buffer: 58 / 478 / 19.9
Inverter: 12 / 45.0 / 1.88
Clock buffer: 4 / 45.0 / 1.88
Multi-Input combinational cell: 153 / 1160 / 48.3
[power by group through the flow]
stage	sequential (mW)	clock [mW]	combinational [mW]
6_report	0.386	0.221	0.139
5_1_grt	0.387	0.239	0.152
4_1_cts	0.386	0.231	0.135
[worst max path at each step]
| stage | depth (start not counted) | slack [ns] | start | to |
|---|---|---|---|---|
| after CTS | 11 | 0.01 | cnt_reg[7] | register |
| after global routing | 11 | -0.05 | cnt_reg[7] | register |
| final | 11 | 0.05 | cnt_reg[7] | register |
[synth_stat cells (2+ instances only)]
master and count:
sky130_fd_sc_hd__o32ai_1 2, sky130_fd_sc_hd__a21oi_2 2, sky130_fd_sc_hd__clkbuf_1 6, sky130_fd_sc_hd__nand2_1 16
sky130_fd_sc_hd__dfxtp_1 27, sky130_fd_sc_hd__mux2_2 2, sky130_fd_sc_hd__o21ai_0 7, sky130_fd_sc_hd__and2_1 5
sky130_fd_sc_hd__nand3_1 7, sky130_fd_sc_hd__nand4_1 2, sky130_fd_sc_hd__xnor2_1 6, sky130_fd_sc_hd__nor4_2 2
sky130_fd_sc_hd__a211o_1 2, sky130_fd_sc_hd__a21oi_1 7, sky130_fd_sc_hd__mux2i_1 15, sky130_fd_sc_hd__nor2_1 27
sky130_fd_sc_hd__a22oi_1 3, sky130_fd_sc_hd__inv_2 2, sky130_fd_sc_hd__buf_2 2, sky130_fd_sc_hd__or3_1 2
sky130_fd_sc_hd__xor2_1 3, sky130_fd_sc_hd__inv_1 9, sky130_fd_sc_hd__nor3_1 6, sky130_fd_sc_hd__ha_1 5
[kinds of logic after synthesis]
| kind of cell | after synthesis | share of synthesized area, % |
|---|---|---|
| muxes | 18 | 10.6 |
| buffers and inverters | 21 | 4.91 |
| adders and majority gates | 5 | 3.61 |
| xor gates and xnor gates | 11 | 7.08 |
| AOI/OAI and AO/OA | 40 | 18.6 |
| and+or+nand+nor | 79 | 23.9 |
| DFF | 27 | 31.2 |
[through the flow]
step / setup slack (ns) / setup TNS (ns) / util (%) / cells
2_1_floorplan: -0.0188 / -0.0188 / - / 201
3_3_place_gp: -0.111 / -0.111 / 27.9 / 354
3_5_place_dp: -0.129 / -0.129 / 27.9 / 354
4_1_cts: 0.0132 / 0 / 28.7 / 359
5_1_grt: -0.0464 / -0.0464 / 28.9 / 359
6_report: 0.0539 / 0 / 28.9 / 359
[layer usage]
layer,vias to the layer above,global-route usage [%],share of wire (%)
met5,-,0,0
met4,0,1.10,1.5
met3,2,1.12,3.0
met2,23,11.4,48
met1,755,9.68,47
li1,829,-,-
[repair_timing]
item / 4_1_cts / 5_1_grt
hold buffers: 0 / 0
endpoints found under the setup margin: 2 / 3
pin swaps: 2 / 1
gates resized: 5 / 4
buffers inserted: 1 / 0
Power and IR drop assume default switching activity.
