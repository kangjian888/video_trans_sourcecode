==> flow/design.v <==
`timescale 1ns / 1ps
module detect(
    input clk,
    input rst, 
    input rx_in,
    output high_to_low_signal
    );
reg high_to_low_signal_1;
reg high_to_low_signal_2;
always @ (posedge clk or posedge rst)
    begin
        if(rst)
        	begin
        		high_to_low_signal_1 <= 1'b1;
        		high_to_low_signal_2 <= 1'b1;
        	end
        else
        	begin
        		high_to_low_signal_1 <= rx_in;
        		high_to_low_signal_2 <= high_to_low_signal_1;
        	end
    end
assign high_to_low_signal = !high_to_low_signal_1 && high_to_low_signal_2;
endmodule
`timescale 1ns / 1ps
module rx_bps(
    input clk,
    input rst, 
    input count_signal,
    output bps_clk_half, 
    output bps_clk_total
    );
parameter bps = 115200; 
parameter integer total_counter = 1*100_000_000/bps-1; 
parameter integer half_counter = total_counter/2-1;
reg [14:0] counter;
always @ (posedge clk or posedge rst)
    begin
        if(rst)
        	begin
        		counter <= 15'd0;
        	end
        else if (counter == total_counter) 
            begin
                counter <= 15'd0;
            end
        else if (count_signal) 
            begin
                counter <= counter + 1'b1;
            end
        else 
        	begin
        		counter <= 15'd0;
        	end
    end
assign bps_clk_half = (counter == half_counter) ? 1'b1 : 1'b0;
assign bps_clk_total = (counter == total_counter) ? 1'b1 : 1'b0;
endmodule
`timescale 1ns / 1ps
module rx_control(
    input clk,
    input rst, 
    input rx_in,
    input high_to_low_signal,
    input bps_clk_half,
    input bps_clk_total,
    input rx_enable_signal,
    output reg count_signal,
    output reg [7:0] rx_data,
    output reg rx_done_signal
    );
parameter IDLE = 4'b0000,
START_BIT  = 4'b0001,
DATA_BIT_1 = 4'b0010,
DATA_BIT_2 = 4'b0011,
DATA_BIT_3 = 4'b0100,
DATA_BIT_4 = 4'b0101,
DATA_BIT_5 = 4'b0110,
DATA_BIT_6 = 4'b0111,
DATA_BIT_7 = 4'b1000,
DATA_BIT_8 = 4'b1001,
STOP_BIT_1 = 4'b1010, 
STOP_BIT_2 = 4'b1011 
;
reg [3:0] current_state, next_state;
always @ (posedge clk or posedge rst)
    begin
        if(rst)
            begin
                current_state <= IDLE;
            end
        else
            begin
                current_state <= next_state;
            end
    end
always @ (*)
    begin
        next_state <= current_state;
        case (current_state) 
            IDLE:
                begin
                    if (rx_enable_signal) 
                       begin
                           if (high_to_low_signal) 
                               begin
                                   next_state <= START_BIT;
                               end
                           else 
                               begin
                                   next_state <= IDLE;
                               end
                       end
                   else 
                       begin
                           next_state <= IDLE;
                       end   
                end
            START_BIT:
                begin
                    if (rx_enable_signal) 
                       begin
                           if (bps_clk_total) 
                               begin
                                   next_state <= DATA_BIT_1;
                               end
                           else 
                               begin
                                   next_state <= current_state;
                               end
                       end
                   else 
                       begin
                           next_state <= IDLE;
                       end   
                end
            DATA_BIT_1:
                begin
                    if (rx_enable_signal) 
                       begin
                           if (bps_clk_total) 
                               begin
                                   next_state <= DATA_BIT_2;
                               end
                           else 
                               begin
                                   next_state <= current_state;
                               end
                       end
                   else 
                       begin
                           next_state <= IDLE;
                       end   
                end
            DATA_BIT_2:
                begin
                    if (rx_enable_signal) 
                       begin
                           if (bps_clk_total) 
                               begin
                                   next_state <= DATA_BIT_3;
                               end
                           else 
                               begin
                                   next_state <= current_state;
                               end
                       end
                   else 
                       begin
                           next_state <= IDLE;
                       end   
                end
            DATA_BIT_3:
                begin
                    if (rx_enable_signal) 
                       begin
                           if (bps_clk_total) 
                               begin
                                   next_state <= DATA_BIT_4;
                               end
                           else 
                               begin
                                   next_state <= current_state;
                               end
                       end
                   else 
                       begin
                           next_state <= IDLE;
                       end   
                end
            DATA_BIT_4:
                begin
                    if (rx_enable_signal) 
                       begin
                           if (bps_clk_total) 
                               begin
                                   next_state <= DATA_BIT_5;
                               end
                           else 
                               begin
                                   next_state <= current_state;
                               end
                       end
                   else 
                       begin
                           next_state <= IDLE;
                       end   
                end
            DATA_BIT_5:
                begin
                    if (rx_enable_signal) 
                       begin
                           if (bps_clk_total) 
                               begin
                                   next_state <= DATA_BIT_6;
                               end
                           else 
                               begin
                                   next_state <= current_state;
                               end
                       end
                   else 
                       begin
                           next_state <= IDLE;
                       end   
                end
            DATA_BIT_6:
                begin
                    if (rx_enable_signal) 
                       begin
                           if (bps_clk_total) 
                               begin
                                   next_state <= DATA_BIT_7;
                               end
                           else 
                               begin
                                   next_state <= current_state;
                               end
                       end
                   else 
                       begin
                           next_state <= IDLE;
                       end   
                end
            DATA_BIT_7:
                begin
                    if (rx_enable_signal) 
                       begin
                           if (bps_clk_total) 
                               begin
                                   next_state <= DATA_BIT_8;
                               end
                           else 
                               begin
                                   next_state <= current_state;
                               end
                       end
                   else 
                       begin
                           next_state <= IDLE;
                       end   
                end
            DATA_BIT_8:
                begin
                    if (rx_enable_signal) 
                       begin
                           if (bps_clk_total) 
                               begin
                                   next_state <= STOP_BIT_1;
                               end
                           else 
                               begin
                                   next_state <= current_state;
                               end
                       end
                   else 
                       begin
                           next_state <= IDLE;
                       end   
                end
            STOP_BIT_1:
                begin
                  next_state <= STOP_BIT_2;
                end
            STOP_BIT_2:
            	begin
            		if(rx_enable_signal)
            			begin
            				if (bps_clk_half) 
            				    begin
            				        next_state <= IDLE;
            				    end
            				else 
            				    begin
            				        next_state <= current_state;
            				    end
            			end
            		else 
            		    begin
            		        next_state <= IDLE;
            		    end
            	end
            default:
                begin
                    next_state <= IDLE;
                end
        endcase
    end
always @ (posedge clk)
    begin
        case (next_state)  
            IDLE:
                begin
                    rx_data <= 8'b00000000;
                    count_signal <= 1'b0;
                    rx_done_signal <= 1'b0;
                end
            START_BIT:
                begin
                    count_signal <= 1'b1;
                end
            DATA_BIT_1:
                begin
                if(bps_clk_half)   
                rx_data[7] <= rx_in; 
                else 
                rx_data <= rx_data;
                end
            DATA_BIT_2:
                begin
                if(bps_clk_half)   
                rx_data[6] <= rx_in; 
                else 
                rx_data <= rx_data;
                end
            DATA_BIT_3:
                begin
                if(bps_clk_half)   
                rx_data[5] <= rx_in; 
                else 
                rx_data <= rx_data;
                end
             DATA_BIT_4:
                begin
                if(bps_clk_half)   
                rx_data[4] <= rx_in; 
                else 
                rx_data <= rx_data;
                end
            DATA_BIT_5:
                begin
                if(bps_clk_half)   
                rx_data[3] <= rx_in; 
                else 
                rx_data <= rx_data;
                end
            DATA_BIT_6:
                begin
                if(bps_clk_half)   
                rx_data[2] <= rx_in; 
                else 
                rx_data <= rx_data;
                end 
            DATA_BIT_7:
                begin
                if(bps_clk_half)   
                rx_data[1] <= rx_in; 
                else 
                rx_data <= rx_data;
                end 
            DATA_BIT_8:
                begin
                if(bps_clk_half)   
                rx_data[0] <= rx_in; 
                else 
                rx_data <= rx_data;
                end
            STOP_BIT_1:
                begin
                  rx_done_signal <= 1'b1; 
                end
            STOP_BIT_2:
            	begin
            		rx_done_signal <= 1'b0;
            	end
            default:
                begin
                    rx_data <= 8'b00000000;
                    count_signal <= 1'b0;
                    rx_done_signal <= 1'b0;
                end
        endcase
    end
endmodule
`timescale 1ns / 1ps
module rx_uart(
    input clk,
    input rst,
    input rx_in,
    input rx_enable_signal,
    output rx_done_signal,
    output [7:0] rx_data
    );
wire high_to_low_signal;
detect dectect_inst(
	.clk(clk),
	.rst(rst),
	.rx_in(rx_in),
	.high_to_low_signal(high_to_low_signal)
	);
wire bps_clk_half;
wire bps_clk_total;
wire count_signal;
rx_bps 
	#(
		.bps(4_000_000)
	 )
rx_bps_inst(
	.clk(clk),
	.rst(rst),
	.count_signal(count_signal),
	.bps_clk_half(bps_clk_half),
	.bps_clk_total(bps_clk_total)
	);
rx_control rx_control_inst(
	.clk(clk),
	.rst(rst),
	.rx_in(rx_in),
	.high_to_low_signal(high_to_low_signal),
	.bps_clk_total(bps_clk_total),
	.bps_clk_half(bps_clk_half),
	.rx_enable_signal(rx_enable_signal),
	.count_signal(count_signal),
	.rx_data(rx_data),
	.rx_done_signal(rx_done_signal)
	);
endmodule
==> flow/run.sh <==
#!/bin/bash
# OpenROAD 26Q1-2900-gdf79404cd8, Yosys 0.63+post, stock flow scripts
make -C /OpenROAD-flow-scripts/flow DESIGN_CONFIG=/design/flow/config.mk WORK_HOME=/design/flow/orfs finish
==> flow/constraint.sdc <==
current_design rx_uart

set clk_period 5.9
set clk_io_pct 0.2

create_clock -name clk0 -period $clk_period [get_ports {clk}]

set non_clock_inputs [all_inputs -no_clocks]
set_input_delay [expr $clk_period * $clk_io_pct] -clock clk0 $non_clock_inputs
set_output_delay [expr $clk_period * $clk_io_pct] -clock clk0 [all_outputs]
==> flow/config.mk <==
export PLATFORM = sky130hd
export DESIGN_NAME = rx_uart
export DESIGN_NICKNAME = rx_uart
export VERILOG_FILES = /design/flow/design.v
export SDC_FILE = /design/flow/constraint.sdc
export NUM_CORES = 4
export LEC_CHECK = 1
export CORE_UTILIZATION = 40
==> impl_summary.log <==
[flow] collecting metrics
[metrics] area of the mapped netlist: 2070 sq um
[metrics] count of flip-flops with a built-in enable after synthesis: 10
[metrics] clock period minus final worst setup slack: 3.33 ns
[metrics] ratio of final minimum period to clock period: 56.5%
[metrics] CP Data Arrival Time: 3.31 ns
[metrics] most common logic cells in the final layout: nand2_1 (29), nor2_1 (28), dfrtp_1 (26)
[metrics] Peak VDD IR: 0.0775 mV
[metrics] Final Util: 47.8%
[metrics] internal power component: 375 uW
[metrics] most common flop cell mapped by yosys: dfrtp_1
[metrics] count of buffers added by post-CTS timing repair for setup: 0
[metrics] core utilization at floorplan: 42.7%
[metrics] chip area: 5460 sq um
[metrics] count of cells resized by post-cts repair: 0
[metrics] top cells by area: dfrtp_1 (31%), edfxtp_1 (15%), nand2_1 (5.3%), nor2_1 (5.1%), dfstp_2 (3.8%)
[metrics] final RePlAce weighted congestion: 0.844
[metrics] path type of the worst min-delay path: flop to flop
[metrics] number of vias in the routed layout: 1496
[metrics] CTS buffer count: 5
[metrics] clock-pin slew reported for the worst setup and hold paths after clock tree synthesis: 0.08 ns
[metrics] routed len/inst: 12.8 um
[metrics] Crit Path Class: primary input to flop
[metrics] fraction of the yosys area taken by sequential cells: 49.8%
[metrics] First-pass DRT Iterations: 4
[metrics] distinct cell type count of the synthesized netlist: 49
[metrics] DR vias/cell: 5.19
[metrics] startpoint type of the worst setup path: primary input
[metrics] cell count in the Yosys report: 209
[metrics] global-route wire length before repair: 6650 um
[metrics] number of clock sinks: 39
[metrics] setup repair after global routing missed its margin: no
[metrics] H-tree levels: 2
[metrics] FFs w/ async S/R, synth: 74.4%
[metrics] post-detailed-route count of antenna-violating nets: 0
[metrics] top-level I/O count: 13
[metrics] number of global-route vias before repair: 1414
[metrics] average cell area after synthesis: 9.90 sq um
[metrics] Initial DRC Count: 107
[metrics] CP cell instances: clkdlybuf4s50_1, o21a_1, a31oi_1, and2_0, nand4_1, o311ai_1
[metrics] number of hold buffers added after CTS: 0
[metrics] hold violation count in the final report: 0
[metrics] power dissipated by switching net loads: 95.5 uW
[metrics] number of storage elements in the synthesis netlist: 39
[metrics] area reported by Yosys stat: 2070 sq um
[metrics] HPWL Detailed: 2570 um
[metrics] antenna violations before repair: 0
[metrics] PortBufs: 12
[metrics] Worst Skew: 0.00791 ns
[metrics] cell family contributing the most delay on the critical path: AND-OR/OR-AND gates
[metrics] Die W: 73.9 um
[metrics] pin count of the biggest net entering global routing: 30
[metrics] highest-count logic cell in the final layout: nand2_1
[metrics] worst path bufs/invs: 1
[metrics] core area: 4850 sq um
[metrics] max cap viols: 0
[metrics] area leader, netlist: dfrtp_1
[metrics] fin. max-slew vios: 0
[metrics] Worst path max stage delay: 0.76 ns
[metrics] tool warnings: 26
[metrics] status: completed
[metrics] logic gate share of total power: 2.1%
[metrics] crit path DRT: 5.88 ns
[metrics] post-route worst hold slack: 0.384 ns
[metrics] leakage: 0.965 nW
[metrics] signed area change from the synthesized netlist to the final layout: 12.0%
[metrics] number of warnings reported in the yosys synthesis log: 3
[metrics] Synth top area share: 31.5%
[metrics] num rows: 25
[metrics] Clock Path Buffers: 2
[metrics] Die Height: 73.9 um
[metrics] Net Sw Frac: 20.3%
[metrics] DRC: 0
[metrics] setup-violating endpoint count in the final report: 0
[metrics] WL final: 3690 um
[metrics] CP max stage cell: clkdlybuf4s50_1
[metrics] maximum net fanout on the critical path: 21
[metrics] Placed Area: 2220 sq um
[metrics] share of cells above drive strength 1: 10.4%
[metrics] post-route setup TNS: 0 ns
[metrics] TritonCTS clock tree: done
[metrics] Relative slew margins: 55.0%
[metrics] share of power burned in the clock network: 38.9%
[metrics] Sequential Power Share: 59.0%
[metrics] achievable clock frequency: 0.300 GHz
[metrics] Worst Setup End Kind: flop
[metrics] total gr overflow: 0
[metrics] Post-Syn Instances: 209
[metrics] overall global routing resource usage: 16.3%
[metrics] latest clock arrival within the worst-skew pair: 0.29 ns
[metrics] power density of the placed cells: 203 nW/um^2
[metrics] transition time of the tightest slew-check pin: 0.673 ns
[metrics] finished layout cell area: 2320 sq um
[metrics] total antenna diodes in the routed design: 0
[metrics] cell chosen for the clock root: clkbuf_8
[worst paths after layout]
path | cells past startpoint | slack, ns | from | endpoint
setup reg to reg | 8 | 2.85 | rx_bps_inst.counter[0] | rx_control_inst.rx_data[6]
max in group asynchronous | 3 | 4.33 | rst | dectect_inst.high_to_low_signal_1
hold / removal | 0 | 0.38 | dectect_inst.high_to_low_signal_1 | dectect_inst.high_to_low_signal_2
hold reg to reg | 0 | 0.38 | dectect_inst.high_to_low_signal_1 | dectect_inst.high_to_low_signal_2
setup / recovery | 6 | 2.57 | rx_enable_signal | rx_control_inst.rx_data[0]
min in group asynchronous | 3 | 1.26 | rst | rx_bps_inst.counter[12]
[flip-flops by register name, indices dropped and copies added, names as in the netlist]
register	cells
dectect_inst.high_to_low_signal_2	1
rx_control_inst.rx_done_signal	1
rx_control_inst.count_signal	1
rx_control_inst.rx_data	8
dectect_inst.high_to_low_signal_1	1
rx_control_inst.current_state	12
rx_bps_inst.counter	15
[cell usage after synthesis, types with 4 or more instances]
| cell type | number |
|---|---|
| nor2_1 | 28 |
| nand3_1 | 8 |
| clkbuf_1 | 4 |
| inv_1 | 8 |
| a21boi_0 | 9 |
| nand4_1 | 6 |
| nor3_1 | 5 |
| nand2_1 | 29 |
| xnor2_1 | 6 |
| or3_1 | 6 |
| edfxtp_1 | 10 |
| and3_1 | 6 |
| o21ai_0 | 4 |
| dfrtp_1 | 26 |
| xor2_1 | 6 |
[power groups by stage]
| stage | Clock (mW) | Sequential, mW | Combinational, mW |
|---|---|---|---|
| CTS | 0.194 | 0.277 | 0.0107 |
| global route | 0.202 | 0.277 | 0.0119 |
| finish | 0.183 | 0.277 | 0.0101 |
[per-layer routing]
| metal | vias up | share of wire, % | GRT usage (%) |
|---|---|---|---|
| met2 | 25 | 45 | 24.5 |
| li1 | 759 | - | - |
| met5 | - | 0 | 0 |
| met4 | 0 | 1.8 | 2.14 |
| met3 | 6 | 3.3 | 3.33 |
| met1 | 706 | 50 | 26.3 |
[final cells by class]
class                   instances  area [sq um]
multi-input cells             153           953
clock buffers                   7          86.3
inverters                       8          30.0
fillers                       457          2530
clock inverters                 1          5.00
well taps                      67          83.8
flip-flops and latches         39          1030
repair buffers                 13           128
[cells by family (layout without fill, tap and decap cells)]
kind of cell / Yosys count / after routing / share of synthesized area, %
xor gates and xnor gates: 12 / 12 / 5.08
DFF: 39 / 39 / 49.8
adders and majority gates: 2 / 2 / 1.21
and+or+nand+nor: 104 / 104 / 25.8
AOI/OAI and AO/OA: 32 / 32 / 12.5
buffers and inverters: 17 / 29 / 4.11
muxes: 3 / 3 / 1.57
[per-stage QoR]
step	std cells	worst slack [ns]	power [mW]
final	288	2.57	0.470
after global routing	288	2.39	0.491
after CTS	288	2.58	0.482
after detailed placement	280	2.25	0.293
after global placement	280	2.30	0.293
after floorplan	209	3.36	0.289
No activity file was given, so power comes from the tool's default toggle rates.
