--- /design/flow/config.mk ---
export PLATFORM = sky130hd
export DESIGN_NAME = ethernet_recieve
export DESIGN_NICKNAME = ethernet_recieve
export VERILOG_FILES = /design/flow/design.v
export SDC_FILE = /design/flow/constraint.sdc
export NUM_CORES = 4
export LEC_CHECK = 1
export CORE_UTILIZATION = 40
--- /design/flow/constraint.sdc ---
current_design ethernet_recieve

set clk_period 8.6
set clk_io_pct 0.2

create_clock -name clk0 -period $clk_period [get_ports {phy_rx_clk}]

set non_clock_inputs [all_inputs -no_clocks]
set_input_delay [expr $clk_period * $clk_io_pct] -clock clk0 $non_clock_inputs
set_output_delay [expr $clk_period * $clk_io_pct] -clock clk0 [all_outputs]
--- /design/flow/design.v ---
`timescale 1ns / 1ps
module ethernet_recieve(
    output reg [7:0] rx_data_out,
    output reg byte_rxdv,
    output reg data_out_valid,
    output [22:0] status, 
    input [3:0] phy_rxd,
    input phy_rx_ctrl,
    input phy_rx_clk,
    input reset
    );
parameter IDLE=22'd1,
SIX_55_1=23'd2,
SIX_55_2=23'd4,
SIX_55_3=23'd8,
SIX_55_4=23'd16,
SIX_55_5=23'd32,
SIX_55_6=23'd64,
SIX_55_7=23'd128,
SPD_D5=23'd256,
RX_BOARD_MAC_1=23'd512,
RX_BOARD_MAC_2=23'd1024,
RX_BOARD_MAC_3=23'd2048,
RX_BOARD_MAC_4=23'd4096,
RX_BOARD_MAC_5=23'd8192,
RX_BOARD_MAC_6=23'd16384,
RX_PC_MAC_1=23'd32768,
RX_PC_MAC_2=23'd65536,
RX_PC_MAC_3=23'd131072,
RX_PC_MAC_4=23'd262144,
RX_PC_MAC_5=23'd524288,
RX_PC_MAC_6=23'd1048576,
RX_DATA=23'd2097152,
RX_FINISH=23'd4194304;
reg [7:0] mybyte;
reg sig;
reg [47:0] board_mac;
reg [47:0] pc_mac;
reg [10:0] package_byte_counter; 
reg mac_matched; 
always @ (posedge phy_rx_clk)
    begin
        if(phy_rx_ctrl) begin
        	mybyte <= {phy_rxd,mybyte[7:4]};
        	sig = ~sig;
        end
        else begin
        	mybyte <= mybyte;
        	sig = 1'b0;
        end
    end
reg [7:0] bytedate;
always @ (posedge phy_rx_clk)
    begin
      if(sig&&phy_rx_ctrl) begin
      bytedate <= {phy_rxd,mybyte[7:4]};
      end  
      else if(!phy_rx_ctrl)
      bytedate <= 8'd0;
    end
reg byte_sig_t,byte_sig;
reg byte_rxdv_t;
always @ (posedge phy_rx_clk)
    begin
        byte_sig_t <= sig;
        byte_sig <= byte_sig_t;
        byte_rxdv_t <= phy_rx_ctrl;
        byte_rxdv <= byte_rxdv_t;
    end
reg [22:0] current_state, next_state; 
assign status = current_state;
always @ (posedge phy_rx_clk or posedge reset)
    begin
        if(reset)
            begin
                current_state <= IDLE;
            end   
        else 
            begin
                current_state <= next_state;
            end
    end
always @ (*) 
    begin
        case (current_state) 
             IDLE: 
                 begin
                     if(byte_rxdv&&!byte_sig)
                        begin
                            if(bytedate ==8'h55)
                            next_state <= SIX_55_1;
                            else 
                            next_state <= IDLE;
                        end
                      else
                      	next_state <= IDLE;
                 end
             SIX_55_1:
                 begin
                    if(byte_rxdv&&!byte_sig)
                    begin
                        if(bytedate ==8'h55)
                        next_state <= SIX_55_2;
                        else 
                        next_state <=IDLE;
                    end
                    else if(!byte_rxdv)
                        next_state <= IDLE;
                    else 
                        next_state <= current_state;                    
                 end
             SIX_55_2:
                 begin
                    if(byte_rxdv&&!byte_sig)
                    begin
                        if(bytedate ==8'h55)
                        next_state <= SIX_55_3;
                        else 
                        next_state <= IDLE;
                    end
                    else if(!byte_rxdv)
                        next_state <= IDLE;
                    else 
                        next_state <= current_state;                    
                 end
             SIX_55_3:
                 begin
                    if(byte_rxdv&&!byte_sig)
                    begin
                        if(bytedate ==8'h55)
                        next_state <= SIX_55_4;
                        else 
                        next_state <=IDLE;
                    end
                    else if(!byte_rxdv)
                        next_state <= IDLE;
                    else 
                        next_state <= current_state;                    
                 end
             SIX_55_4:
                 begin
                    if(byte_rxdv&&!byte_sig)
                    begin
                        if(bytedate ==8'h55)
                        next_state <= SIX_55_5;
                        else 
                        next_state <=IDLE;
                    end
                    else if(!byte_rxdv)
                        next_state <= IDLE;
                    else 
                        next_state <= current_state;                    
                 end
             SIX_55_5:
                 begin
                    if(byte_rxdv&&!byte_sig)
                    begin
                        if(bytedate ==8'h55)
                        next_state <= SIX_55_6;
                        else 
                        next_state <= IDLE;
                    end
                    else if(!byte_rxdv)
                        next_state <= IDLE;
                    else 
                        next_state <= current_state;                    
                 end
             SIX_55_6:
                 begin
                    if(byte_rxdv&&!byte_sig)
                    begin
                        if(bytedate ==8'h55)
                        next_state <= SIX_55_7;
                        else 
                        next_state <= IDLE;
                    end
                    else if(!byte_rxdv)
                        next_state <= IDLE;
                    else 
                        next_state <= current_state;                    
                 end
             SIX_55_7:
                 begin
                    if(byte_rxdv&&!byte_sig)
                    begin
                        if(bytedate ==8'hd5)
                        next_state <= SPD_D5;
                        else 
                        next_state <= IDLE;
                    end
                    else if(!byte_rxdv)
                        next_state <= IDLE;
                    else 
                        next_state <= current_state;                    
                 end
             SPD_D5:
                 begin
                    if(byte_rxdv&&!byte_sig)
                        next_state <= RX_BOARD_MAC_1;
                    else if(!byte_rxdv)
                        next_state <= IDLE;
                    else 
                        next_state <= current_state;                    
                 end
             RX_BOARD_MAC_1:
                 begin
                    if(byte_rxdv&&!byte_sig)
                    next_state <= RX_BOARD_MAC_2;
                    else if(!byte_rxdv)
                    next_state <= IDLE;
                    else 
                    next_state <= current_state; 
                 end
             RX_BOARD_MAC_2:
                 begin
                    if(byte_rxdv&&!byte_sig)
                    next_state <= RX_BOARD_MAC_3;
                    else if(!byte_rxdv)
                    next_state <= IDLE;
                    else 
                    next_state <= current_state; 
                 end
             RX_BOARD_MAC_3:
                 begin
                    if(byte_rxdv&&!byte_sig)
                    next_state <= RX_BOARD_MAC_4;
                    else if(!byte_rxdv)
                    next_state <= IDLE;
                    else 
                    next_state <= current_state; 
                 end
             RX_BOARD_MAC_4:
                 begin
                    if(byte_rxdv&&!byte_sig)
                    next_state <= RX_BOARD_MAC_5;
                    else if(!byte_rxdv)
                    next_state <= IDLE;
                    else 
                    next_state <= current_state; 
                 end
             RX_BOARD_MAC_5:
                 begin
                    if(byte_rxdv&&!byte_sig)
                    next_state <= RX_BOARD_MAC_6;
                    else if(!byte_rxdv)
                    next_state <= IDLE;
                    else 
                    next_state <= current_state; 
                 end
             RX_BOARD_MAC_6:
                 begin
                    if(byte_rxdv&&!byte_sig)
                    next_state <= RX_PC_MAC_1;
                    else if(!byte_rxdv)
                    next_state <= IDLE;
                    else 
                    next_state <= current_state; 
                 end
             RX_PC_MAC_1:
                 begin
                    if(byte_rxdv&&!byte_sig)
                    next_state <= RX_PC_MAC_2;
                    else if(!byte_rxdv)
                    next_state <= IDLE;
                    else 
                    next_state <= current_state; 
                 end
             RX_PC_MAC_2:
                 begin
                    if(byte_rxdv&&!byte_sig)
                    next_state <= RX_PC_MAC_3;
                    else if(!byte_rxdv)
                    next_state <= IDLE;
                    else 
                    next_state <= current_state; 
                 end
             RX_PC_MAC_3:
                 begin
                    if(byte_rxdv&&!byte_sig)
                    next_state <= RX_PC_MAC_4;
                    else if(!byte_rxdv)
                    next_state <= IDLE;
                    else 
                    next_state <= current_state; 
                 end
             RX_PC_MAC_4:
                 begin
                    if(byte_rxdv&&!byte_sig)
                    next_state <= RX_PC_MAC_5;
                    else if(!byte_rxdv)
                    next_state <= IDLE;
                    else 
                    next_state <= current_state; 
                 end
             RX_PC_MAC_5:
                 begin
                    if(byte_rxdv&&!byte_sig)
                    next_state <= RX_PC_MAC_6;
                    else if(!byte_rxdv)
                    next_state <= IDLE;
                    else 
                    next_state <= current_state; 
                 end
             RX_PC_MAC_6:
                 begin
                    if(byte_rxdv&&!byte_sig)
                    next_state <= RX_DATA;
                    else if(!byte_rxdv)
                    next_state <= IDLE;
                    else 
                    next_state <= current_state; 
                 end
             RX_DATA:
                 begin
                    if(byte_rxdv&&!byte_sig)
                    next_state <= RX_DATA;
                    else if(!byte_rxdv)
                    next_state <= RX_FINISH;
                    else 
                    next_state <= current_state;                    
                 end
             RX_FINISH:
                 begin 
                    next_state <= IDLE;                    
                 end
             default:
                 begin
                    next_state <= IDLE;
                 end
         endcase 
    end
always @ (posedge phy_rx_clk)
    begin
        case (next_state) 
            IDLE:
                begin
                   board_mac <= 48'b0;
                   pc_mac <= 48'b0;
                   rx_data_out <= 8'b0;
                   mac_matched <= 1'b0;
                end
            RX_BOARD_MAC_1:
                begin
                   if(byte_rxdv&&!byte_sig)
                   board_mac <= {board_mac[39:0],bytedate};
                   else 
                   board_mac <= board_mac;
                end
            RX_BOARD_MAC_2:
                begin
                   if(byte_rxdv&&!byte_sig)
                   board_mac <= {board_mac[39:0],bytedate};
                   else 
                   board_mac <= board_mac;
                end
            RX_BOARD_MAC_3:
                begin
                   if(byte_rxdv&&!byte_sig)
                   board_mac <= {board_mac[39:0],bytedate};
                   else 
                   board_mac <= board_mac;
                end
            RX_BOARD_MAC_4:
                begin
                   if(byte_rxdv&&!byte_sig)
                   board_mac <= {board_mac[39:0],bytedate};
                   else 
                   board_mac <= board_mac;
                end
            RX_BOARD_MAC_5:
                begin
                   if(byte_rxdv&&!byte_sig)
                   board_mac <= {board_mac[39:0],bytedate};
                   else 
                   board_mac <= board_mac;
                end
            RX_BOARD_MAC_6:
                begin
                   if(byte_rxdv&&!byte_sig)
                   board_mac <= {board_mac[39:0],bytedate};
                   else 
                   board_mac <= board_mac;
                end
            RX_PC_MAC_1:
                begin
                   if(board_mac == 48'h309c231eec21) 
                   mac_matched <= 1'b1;
                   else 
                   mac_matched <= 1'b0;
                   if(byte_rxdv&&!byte_sig)
                   pc_mac <= {pc_mac[39:0],bytedate};
                   else 
                   pc_mac <= pc_mac;
                end
            RX_PC_MAC_2:
                begin
                   if(byte_rxdv&&!byte_sig)
                   pc_mac <= {pc_mac[39:0],bytedate};
                   else 
                   pc_mac <= pc_mac;
                end
            RX_PC_MAC_3:
                begin
                   if(byte_rxdv&&!byte_sig)
                   pc_mac <= {pc_mac[39:0],bytedate};
                   else 
                   pc_mac <= pc_mac;
                end
            RX_PC_MAC_4:
                begin
                   if(byte_rxdv&&!byte_sig)
                   pc_mac <= {pc_mac[39:0],bytedate};
                   else 
                   pc_mac <= pc_mac;
                end
            RX_PC_MAC_5:
                begin
                   if(byte_rxdv&&!byte_sig)
                   pc_mac <= {pc_mac[39:0],bytedate};
                   else 
                   pc_mac <= pc_mac;
                end
            RX_PC_MAC_6:
                begin
                   if(byte_rxdv&&!byte_sig)
                   pc_mac <= {pc_mac[39:0],bytedate};
                   else 
                   pc_mac <= pc_mac;
                end
            RX_DATA:
                begin
                if (mac_matched) 
                    begin
                        if(byte_rxdv&&!byte_sig)
                            begin
                                data_out_valid <= 1'b1;
                                rx_data_out <= bytedate;
                            end
                        else 
                            begin
                                data_out_valid <= 1'b0;
                                rx_data_out <= rx_data_out;
                            end                       
                    end
                else 
                    begin
                        data_out_valid <= 1'b0;
                        rx_data_out <= 8'b0;
                    end
                end
            RX_FINISH:
                begin
                	data_out_valid <= 1'b0;
                end
            default:
                begin
                    board_mac <= board_mac;
                    pc_mac <= pc_mac;
                    rx_data_out <= rx_data_out;
                end
        endcase
    end
endmodule
--- /design/flow/run.sh ---
#!/bin/bash
# OpenROAD 26Q1-2900-gdf79404cd8, Yosys 0.63+post, stock flow scripts
make -C /OpenROAD-flow-scripts/flow DESIGN_CONFIG=/design/flow/config.mk WORK_HOME=/design/flow/orfs finish
==> flow_summary.toml <==
# yosys + openroad results
[outcome]
outcome = "finished, final reports clean"

[power_and_ir_drop]
power_switching_uw = 251
seqPwrFrac = 0.544
static-leakage-power_nw = 2.07
power.clock.fraction = 0.375
switching_share = 0.232
combinationalPowerShare = 0.081
vdd_ir_drop_max_mv = 0.0991
power_density_nw_per_um2 = 194
p_int_uw = 832

[timing]
layout_worst_path_cycle_share = 0.409
drv_slew = 0
fmax_mhz = 285
worst_slack_ns = 5.09
finalWorstPathRequiredPeriod_ns = 3.51
timing.clock.skew_ns = 0.00988
unrepaired_setup_endpoints_after_global_routing = "false"
final.setup.tns_ns = 0
finalHoldViolCount = 0
setup_viol = 0
timing_worst_slew_pin_value_ns = 0.832
slew_headroom = 0.446

[logic_synthesis]
synth.avg_cell_area_sq_um = 12.0
most_used_standard_cells_in_the_synthesized_netlist = "sky130_fd_sc_hd__edfxtp_1 (70), sky130_fd_sc_hd__nor2b_1 (36), sky130_fd_sc_hd__dfrtp_1 (22), sky130_fd_sc_hd__nor2_1 (22)"
synth_sequential_area_ratio = 0.587
synth_top_area_share = 0.444
synth.cell_area_sq_um = 4740
yosys-stat-cells = 394
enable_flop_cells = 70
count_of_synthesis_stage_warnings_from_yosys = 1
postSynthRegisterBits = 98
synth-main-ff-cell = "sky130_fd_sc_hd__edfxtp_1"
syn-instance-count = 394
synth.largest_area_cell = "sky130_fd_sc_hd__edfxtp_1"
synthMostInstantiatedCell = "sky130_fd_sc_hd__edfxtp_1"
yosys_area_sq_um = 4740
synthDistinctLibCells = 58
topCellsByArea = "sky130_fd_sc_hd__edfxtp_1 (44%), sky130_fd_sc_hd__dfrtp_1 (12%), sky130_fd_sc_hd__nor2b_1 (4.8%)"
synth-async-reset-ratio = 0.235

[floorplan]
die_w_microns = 111
floorplan.rows = 39
die-height_microns = 111
chip_area_sq_um = 12300
fp-utilization = 0.413
ioPinCount = 40
fp.coreArea_sq_um = 11500

[worst_hold_path]
min-delay-start = "byte_rxdv_t$_DFF_P_"
hold_path_class = "reg2reg"

[placement]
dp_worst_setup_slack_ns = 5.08
routabilityCongestion = 0.934
port_buffers = 39
dpl.hpwl_microns = 6490

[setup_path]
data_arrival_critical_path_ns = 3.48
worst_reg_to_reg_cells = 7
critical_path.startpoint = "current_state[1]$_DFF_PP0_"
critPathLaunchType = "flop"
setup.worst_path.class = "reg2reg"
worstReg2RegStart = "current_state[1]$_DFF_PP0_"
critical_path_required_ns = 8.56
critical_path.max_fanout = 16
worstSetupEndpoint = "rx_data_out[0]$_SDFFCE_PN0P_"
reg2reg_to = "rx_data_out[0]$_SDFFCE_PN0P_"
rrSetupSlack_ns = 5.09
cp-end-kind = "flop"

[grt]
initial_antenna_violation_count = 0
grt_pass1_wl_microns = 15500
grt_max_degree = 49
globalRoute.totalOverflow = 0
globalRouteTotalUtil = 0.168
vias_in_the_first_global_route = 3013

[clock_tree]
clkTransAtPathRegs_ns = 0.06
htree_levels = 3
cts_buffers = 9
clock-root-buffer = "sky130_fd_sc_hd__clkbuf_16"
clock-sinks = 98
postCtsResizedCells = 0
clock_insertion_delay_at_the_later_pin_of_the_skew_report_ns = 0.34
post_cts_hold_buffer_count = 0
clock_tree.buffer_depth = 2
tritoncts = "done"
cts_post_setup_buffers_inserted = 0

[routing]
ant_nets = 0
drt_pre_antenna_iters = 4
finalWirelength_microns = 9280
drt_iter0_drc = 243
viasPerCell = 5.37
drt-wirelength-per-cell_microns = 16.0
num_antenna_cells = 0
drc = 0
detailroute.via_count = 3119

[finish]
fillCellCount = 1017
post_route_cells_drive_above_1_share = 0.132
layout-area-overhead-vs-synth_pct = 17.7

[flow_run]
log.warning_count = 25
maxCapViolations = 0
## per-stage QoR
stage / std cells / hold slack, ns / util / cell area (sq um) / power [mW]
6_report: 581 / 0.328 / 0.486 / 5580 / 1.08
4_1_cts: 581 / 0.331 / 0.486 / 5580 / 1.10
3_3_place_gp: 565 / 0.313 / 0.460 / 5270 / 0.689
3_5_place_dp: 565 / 0.315 / 0.460 / 5270 / 0.688
2_1_floorplan: 394 / 0.310 / - / 4740 / 0.646
5_1_grt: 581 / 0.337 / 0.486 / 5580 / 1.13
## cells in the final DEF, fill, tap and decap left out, types with 3 or more instances in the layout
| master | n |
|---|---|
| sky130_fd_sc_hd__a21oi_1 | 12 |
| sky130_fd_sc_hd__a22oi_1 | 3 |
| sky130_fd_sc_hd__and2_1 | 4 |
| sky130_fd_sc_hd__and3_1 | 20 |
| sky130_fd_sc_hd__buf_4 | 4 |
| sky130_fd_sc_hd__clkbuf_16 | 9 |
| sky130_fd_sc_hd__clkdlybuf4s50_1 | 39 |
| sky130_fd_sc_hd__dfrtp_1 | 22 |
| sky130_fd_sc_hd__dfxtp_1 | 5 |
| sky130_fd_sc_hd__edfxtp_1 | 70 |
| sky130_fd_sc_hd__inv_1 | 10 |
| sky130_fd_sc_hd__nand2_1 | 20 |
| sky130_fd_sc_hd__nand2b_1 | 12 |
| sky130_fd_sc_hd__nand3_1 | 15 |
| sky130_fd_sc_hd__nand4_1 | 10 |
| sky130_fd_sc_hd__nand4b_1 | 3 |
| sky130_fd_sc_hd__nor2_1 | 22 |
| sky130_fd_sc_hd__nor2b_1 | 36 |
| sky130_fd_sc_hd__nor2b_2 | 18 |
| sky130_fd_sc_hd__nor3_1 | 10 |
| sky130_fd_sc_hd__nor4_1 | 8 |
| sky130_fd_sc_hd__nor4_4 | 5 |
| sky130_fd_sc_hd__nor4b_1 | 8 |
| sky130_fd_sc_hd__o21ai_0 | 13 |
| sky130_fd_sc_hd__o32ai_2 | 3 |
| sky130_fd_sc_hd__or3_1 | 3 |
| sky130_fd_sc_hd__xor2_1 | 8 |
## how the worst min path moves through the flow
| stage | end | slack, ns | depth (start not counted) |
|---|---|---|---|
| global route | byte_rxdv$_DFF_P_ | 0.34 | 0 |
| CTS | byte_rxdv$_DFF_P_ | 0.33 | 0 |
| finish | byte_rxdv$_DFF_P_ | 0.33 | 0 |
## registers in the layout, indices dropped and copies added (netlist names)
| name | cells |
|---|---|
| data_out_valid | 1 |
| rx_data_out | 8 |
| byte_sig_t | 1 |
| mybyte | 4 |
| byte_sig | 1 |
| sig | 1 |
| bytedate | 8 |
| current_state | 23 |
| byte_rxdv_t | 1 |
| mac_matched | 1 |
| byte_rxdv | 1 |
| board_mac | 48 |
## power by group through the flow
stage	Sequential, mW	Combinational (mW)	Clock (mW)
CTS	0.590	0.0892	0.418
global route	0.598	0.0967	0.435
finish	0.589	0.0880	0.406
## worst max-delay path, cell delays in order (launching register included)
cell and delay (ns):
sky130_fd_sc_hd__dfrtp_1 0.47, sky130_fd_sc_hd__nor4_4 0.48, sky130_fd_sc_hd__nand4_4 0.34, sky130_fd_sc_hd__nor3_1 0.39, sky130_fd_sc_hd__a221oi_1 0.17, sky130_fd_sc_hd__or3_1 0.36
sky130_fd_sc_hd__o211a_1 0.23, sky130_fd_sc_hd__a22oi_1 0.71
## area by class of cell
| type | instances | area, sq um | share of cell area |
|---|---|---|---|
| Inverter | 11 | 41.3 | 0.00741 |
| Tap cell | 143 | 179 | 0.0321 |
| Sequential cell | 98 | 2780 | 0.498 |
| Multi-Input combinational cell | 270 | 1850 | 0.332 |
| Timing Repair Buffer | 43 | 420 | 0.0754 |
| Clock buffer | 9 | 225 | 0.0404 |
| Clock inverter | 7 | 77.6 | 0.0139 |
## kinds of logic after synthesis
family                 after synthesis  synth area share
AND-OR/OR-AND                       52            0.0798
flip-flops                          98             0.587
multiplexers                         1           0.00211
buffers and inverters               26            0.0272
AND/OR/NAND/NOR                    208             0.288
XOR/XNOR                             9            0.0166
## metal layers
metal,up-vias,global-route usage,part of all wire
li1,1549,-,-
met1,1494,0.300,0.50
met2,72,0.238,0.45
met3,4,0.0290,0.045
met4,0,0.0204,0.0066
met5,-,0,0
Power and IR drop assume default switching activity.
